==> flow/design.v <==
module branch_comparator (
    input [31:0] rs1,
    input [31:0] rs2,
    output reg BrLT,
    output reg BrEq
);
    always @* begin
        BrLT = (rs1 < rs2);
        BrEq = (rs1 == rs2);
    end
endmodule
==> flow/run.sh <==
#!/bin/bash
# OpenROAD 26Q1-2900-gdf79404cd8, Yosys 0.63+post, stock flow scripts
make -C /OpenROAD-flow-scripts/flow DESIGN_CONFIG=/design/flow/config.mk WORK_HOME=/design/flow/orfs finish
==> flow/config.mk <==
export PLATFORM = sky130hd
export DESIGN_NAME = branch_comparator
export DESIGN_NICKNAME = branch_comparator
export VERILOG_FILES = /design/flow/design.v
export SDC_FILE = /design/flow/constraint.sdc
export NUM_CORES = 4
export LEC_CHECK = 1
export CORE_AREA = 10 10 83 83
export DIE_AREA = 0 0 93 93
==> flow/constraint.sdc <==
current_design branch_comparator

set clk_period 4.3
set clk_io_pct 0.2

create_clock -name clk0 -period $clk_period

set non_clock_inputs [all_inputs -no_clocks]
set_input_delay [expr $clk_period * $clk_io_pct] -clock clk0 $non_clock_inputs
set_output_delay [expr $clk_period * $clk_io_pct] -clock clk0 [all_outputs]
==> flow_metrics.tcl <==
# collected from the flow reports
set metrics [dict create \
    worst_pin_slew_ns 0.326 \
    p_total_w 0.000121 \
    final_max_slew_viol_count 0 \
    grt.total_usage_pct 5.87 \
    syn_area_um2 808 \
    clock.fmax_ghz 0.245 \
    setup_tns_ns 0 \
    p_leak_nw 0.778 \
    viasPerCell 3.77 \
    ir_drop_mv 0.0254 \
    power_switching_share_pct 33.5 \
    wl_met1_um 1260 \
    cp-start-kind "primary input" \
    syn_area_per_cell_um2 7.03 \
    hold_class "in -> out" \
    syn_to_final_growth_pct 94.3 \
    worstPathCellList "clkdlybuf4s50_1, inv_1, ha_1, a21oi_1, nor2_1, a211o_1, or4b_1, a2111oi_2, dlygate4sd2_1" \
    worst_ep_arrival_time_ns 3.23 \
    max-cap-violations 0 \
    ys_seq_share_pct 0 \
    chipHeight_um 93 \
    drt-total-wl_um 2680 \
    diodes 0 \
    status "completed" \
    vias 955 \
    p_int_w 0.0000806 \
    hold_depth 5 \
    drive_gt1_share_pct 2.19 \
    ioPinCount 66 \
    wl_per_cell_um 10.6 \
    drc 0 \
    grt_pass1_wl_um 4280 \
    firstDrtPassIters 3 \
    worst_setup_path_end_kind "output pin" \
    dp_cells 253 \
    core_um2 5140 \
    cp_max_fo 2 \
    finalCritPeriodShare_pct 95.1 \
    power_switching_w 0.0000405 \
    grt.overflow.total 0 \
    seqCellArea_um2 0 \
    postCtsHoldBufs 0 \
    dpl_worst_slack_ns -0.101 \
    chipArea_um2 8650 \
    worstSetupStartpoint "rs2[13]" \
    hold_violations 0 \
    seqPwrFrac_pct 0 \
    cellPowerDensity_nw_per_um2 77.1 \
    die_x_um 93 \
    maxSlewHeadroom_pct 78.1 \
    synth_cell_types 22 \
    yosysCellCount 115 \
    fp-utilization_pct 15.7 \
    slowest_delay_ns 0.55 \
    power_frac_comb_pct 100.0 \
    clock_power_share_pct 0 \
    dp_hpwl_um 2610 \
    crit_end "BrLT" \
    min_period_ns 4.09 \
    slowest_stage "or4b_1" \
    required_ns 3.44 \
    wl_met3_um 242 \
    grt_max_degree 4 \
    instances_no_fill 253 \
    dr.max_layer_used "met3" \
    final_util_pct 30.6 \
    ys_chip_area_um2 808 \
    port_buffers 66 \
    clkbuf_count 0 \
    synth_warnings 1 \
    placementRows 26 \
    rsz0062_at_grt "false" \
    setup_viol 0 \
    met2_length_um 1170 \
    flop-count 0 \
    grt_pass1_vias 1008 \
    path_class "in -> out" \
    synth_cells 115 \
    fin_ws_ns 0.211 \
    tool_warnings 32 \
    drtAntennaViolNets 0 \
    drt-initial-drc-count 7 \
    antenna_found_initial 0 \
    globalplace.congestion 0.775 \
]
[critical path, delay by kind of cell]
family / cells / cell delay [ns]
buffers and inverters: 3 / 0.75
adder cells (fa/ha/maj): 1 / 0.29
AND/OR/NAND/NOR: 2 / 0.61
AND-OR/OR-AND: 3 / 0.72
[synth_stat cells, types with 2 or more instances]
cell type	n	area share, %
a21oi_1	11	6.8
and4_1	2	2.2
ha_1	32	50
inv_1	32	15
nand2_1	9	4.2
nand3_1	2	1.2
nand4_1	4	3.1
nor2_1	6	2.8
nor2b_1	2	1.5
o21ai_0	3	1.9
[cells in the final DEF, fill, tap and decap left out, drive strengths merged, types with 2 or more instances in the layout]
cell type	instances
ha	32
nand2	10
nand4	4
nor2b	2
nor2	6
nand3	2
o21ai	4
and4	2
clkdlybuf4s50	65
a21oi	11
inv	32
buf	2
[area by class of cell]
class                           instances  area [µm²]
Multi-Input combinational cell         83         688
Fill cell                             585        3570
Tap cell                               70        87.6
Timing Repair Buffer                   68         674
Inverter                               32         120
[per-stage QoR]
step	hold slack [ns]	instance area, µm²
final	2.63	1570
after global routing	2.70	1570
after CTS	2.66	1570
after detailed placement	2.82	1570
after global placement	2.83	1570
after floorplan	1.89	808
[what timing repair did]
item / 4_1_cts / 5_1_grt
buffers inserted: 0 / 0
endpoints found under the hold margin: 0 / 0
resized: 1 / 0
setup endpoints to repair: 1 / 0
[metal layers]
metal / vias to the layer above / GRT usage, %
li1: 531 / -
met1: 385 / 7.10
met2: 39 / 10.4
met3: 0 / 2.02
met4: 0 / 0
met5: - / 0
[power by group through the flow]
stage / registers (W) / clock network [W] / logic (W)
4_1_cts: 0 / 0 / 0.000124
5_1_grt: 0 / 0 / 0.000140
6_report: 0 / 0 / 0.000121
[worst min-delay path by stage]
| stage | endpoint | slack, ns | start |
|---|---|---|---|
| CTS | BrLT | 2.66 | rs2[31] |
| global route | BrLT | 2.70 | rs1[31] |
| finish | BrLT | 2.63 | rs2[31] |
[kinds of logic after synthesis]
| family | Yosys count | synth area share [%] |
|---|---|---|
| and+or+nand+nor | 29 | 18.6 |
| adders and majority gates | 32 | 49.5 |
| buffers and inverters | 32 | 14.9 |
| AOI/OAI and AO/OA | 22 | 17.0 |
